<file path="flow/config.mk">
export PLATFORM = sky130hd
export DESIGN_NAME = water_management_system
export DESIGN_NICKNAME = water_management_system
export VERILOG_FILES = /design/flow/design.v
export SDC_FILE = /design/flow/constraint.sdc
export NUM_CORES = 4
export LEC_CHECK = 1
export CORE_UTILIZATION = 50
</file>
<file path="flow/constraint.sdc">
current_design water_management_system

set clk_period 6.9
set clk_io_pct 0.2

create_clock -name clk0 -period $clk_period [get_ports {clk}]

set non_clock_inputs [all_inputs -no_clocks]
set_input_delay [expr $clk_period * $clk_io_pct] -clock clk0 $non_clock_inputs
set_output_delay [expr $clk_period * $clk_io_pct] -clock clk0 [all_outputs]
</file>
<file path="flow/design.v">
module water_management_system (
    input wire clk,
    input wire reset,
    input wire city_add_pop,
    input wire city_sub_pop,
    input wire town_add_pop,
    input wire town_sub_pop,
    input wire rain_add,
    input wire [3:0]city_pop_rate,
    input wire [2:0]town_pop_rate,
    input wire [5:0] water_collection_rate, 
    output wire overflow,
    output wire underflow,
    output wire [7:0] city_population,
    output wire [7:0] town_population,
    output wire [9:0] reservoir_level 
);
    reg [7:0] city_pop, town_pop;
    wire [8:0] city_demand, town_demand, total_demand;
    reg [9:0] water_reservoir; 
    parameter MAX_RESERVOIR = 1000;
    parameter SEWAGE_WATER_RATIO = 2;
    parameter TREATED_WATER_RETURN = 3;
    always @(posedge clk or posedge reset) begin
        if (reset) begin
            city_pop <= 8'd50; 
        end else if (city_add_pop) begin
            city_pop <= city_pop + city_pop_rate;
        end else if (city_sub_pop && city_pop > 0) begin
            city_pop <= city_pop - city_pop_rate;
        end
    end
    always @(posedge clk or posedge reset) begin
        if (reset) begin
            town_pop <= 8'd30; 
        end else if (town_add_pop) begin
            town_pop <= town_pop + town_pop_rate;
        end else if (town_sub_pop && town_pop > 0) begin
            town_pop <= town_pop - town_pop_rate;
        end
    end
    assign city_demand = city_pop ;
    assign town_demand = town_pop ;
    assign total_demand = city_demand + town_demand;
    always @(posedge clk or posedge reset) begin
        if (reset) begin
            water_reservoir <= 10'd500; 
        end else begin
            if (water_reservoir >= total_demand) begin
                water_reservoir <= water_reservoir - total_demand+(9*total_demand)/16;
            end else begin
                water_reservoir <= water_reservoir; 
            end
            if (rain_add && water_reservoir < MAX_RESERVOIR) begin
                water_reservoir <= water_reservoir + 2*water_collection_rate;
                if (water_reservoir > MAX_RESERVOIR) begin
                    water_reservoir <= MAX_RESERVOIR; 
                end
            end
        end
    end
    assign overflow = (water_reservoir >= MAX_RESERVOIR);
    assign underflow = (water_reservoir <= total_demand);
    assign city_population = city_pop;
    assign town_population = town_pop;
    assign reservoir_level = water_reservoir;
endmodule
</file>
<file path="flow/run.sh">
#!/bin/bash
# OpenROAD 26Q1-2900-gdf79404cd8, Yosys 0.63+post, stock flow scripts
make -C /OpenROAD-flow-scripts/flow DESIGN_CONFIG=/design/flow/config.mk WORK_HOME=/design/flow/orfs finish
</file>
==> flow_summary.rst <==
Physical design figures
=======================

.. list-table::
   :header-rows: 1

   * - Metric
     - Value
   * - Result of the run
     - complete, no violations
   * - End point of the worst hold path
     - city_pop[4]$_DFFE_PP1P_
   * - Global-route wire length before repair
     - 13.6 mm
   * - CTS buffer count
     - 3
   * - Reg clk slew, reported paths
     - around 100 ps
   * - Stage delay of the slowest cell on the critical path
     - between 400 and 500 ps
   * - Slew Limit Fails
     - 0
   * - Via count
     - between 2000 and 3000
   * - Starting density of the core
     - 0.524
   * - Most heavily used metal layer in global routing
     - met2
   * - Diode insertion count for antenna repair
     - 0
   * - TritonCTS clock tree
     - built
   * - Actual slew at the worst max-slew pin
     - roughly 890 ps
   * - Comb gate area
     - 2750 um2
   * - Seq. cell area
     - between 600 and 700 um2
   * - Number of cells in the yosys synthesis report
     - between 400 and 500
   * - Total global routing overflow
     - 0
   * - Clock root cell
     - sky130_fd_sc_hd__clkbuf_8
   * - Number of instances resized during post-cts repair
     - 0
   * - Clock Path Buffers
     - 2
   * - Endpoint class of the critical path
     - register
   * - Number of storage elements in the synthesis netlist
     - 26
   * - Fraction of final layout cells with drive strength greater than 1
     - 0.0950
   * - Relative max-transition margin
     - 0.408
   * - Syn-to-layout area delta
     - 17.6%
   * - Met1 global-route usage
     - 0.356
   * - Met2 Usage GRT
     - 0.404
   * - Slowest cell on crit path
     - sky130_fd_sc_hd__dfrtp_1
   * - FF-to-FF End
     - water_reservoir[9]$_DFFE_PP0P_
   * - Classification of the worst-slack hold path
     - register to register
   * - Post CTS Setup Buffer Count
     - 0
   * - Chip Height
     - ~87 um
   * - Insertion delay to the later sink of the worst-skew pair
     - between 200 and 300 ps
   * - Hold path startpoint
     - city_pop[4]$_DFFE_PP1P_
   * - Count of maximum capacitance violations
     - 0
   * - Total number of cells along the worst setup path
     - 22
   * - Post-layout utilization of the core
     - 0.616
   * - Highest attainable clock frequency
     - between 150 and 200 MHz
   * - Number of vias per cell after detailed routing
     - approximately 5.3
   * - I/O pin count
     - between 40 and 50
   * - Unrepaired setup endpoints after global routing
     - false
   * - Sequence of cells on the critical path
     - ha_1 -> fa_1 -> a211o_2 -> a211oi_1 -> o211ai_1 -> xnor2_1 -> ha_1 -> a21oi_1 -> o21bai_1 -> a21oi_1 -> xnor2_1 -> xnor2_1 -> ha_1 -> o21bai_1 -> ha_1 -> or3_1 -> o21ai_0 -> a21oi_1 -> a21oi_1 -> xor2_1 -> o32ai_1 -> mux2_2
   * - Async S/R FF share, synth
     - 1.00
   * - Number of H-tree levels
     - 1
   * - Final GP Congestion
     - 0.920
   * - Number of buffers and inverters on the critical path
     - 0
   * - Number of synthesized flops with an enable pin
     - 0
   * - Chip area estimate from yosys synthesis
     - roughly 3600 um2
   * - X dimension of the die
     - 87.1 um
   * - Fill count
     - just under 600
   * - Total global-route track usage
     - 0.237
   * - Placeable core region
     - 6910 um2
   * - Logic depth of the worst register-to-register path
     - 22
   * - Final hold violation count
     - 0
   * - Total die size
     - 7580 um2
   * - Total Negative Setup Slacks
     - 0 ps
   * - Initial DRC count
     - approximately 86
   * - Maximum fanout along the worst path
     - 10
   * - Post-Syn Instances
     - approximately 420
   * - Total clock sinks
     - 26
   * - Count of synthesis-stage warnings from yosys
     - 1
   * - Worst reg2reg setup slack
     - around 1100 ps
   * - Pre-Repair DR Iteration Count
     - 5
   * - Worst r2r src
     - town_pop[0]$_DFFE_PP0P_
   * - Clock tree skew after final layout
     - between 4 and 5 ps
   * - Initial antenna violation count
     - 0
   * - Detailed Place HPWL
     - around 6.5 mm
   * - Launching element type of the critical path
     - register
   * - Number of buffers inserted for hold repair after clock tree synthesis
     - 0
   * - Number of placement rows
     - 30
   * - Clock period minus final worst setup slack
     - 5750 ps
   * - Top_reg_cell synth
     - sky130_fd_sc_hd__dfstp_2
   * - Final setup viols
     - 0
   * - Arrival time worst endpoint
     - about 6000 ps
   * - Post-synthesis area per instance
     - 8.72 um2
   * - Library cells used by synthesis
     - approximately 56
   * - Post-Route WL
     - 8.01 mm
   * - Hold path depth
     - 2
   * - Port buffer count
     - 47
   * - Syn Std Cell Area
     - around 3600 um2
   * - GR met3 Demand/Resource
     - 0.0163
   * - Crit path kind
     - register to register
   * - Number of remaining DRC errors
     - 0
   * - Count of nets left with antenna violations after detail routing
     - 0
   * - Proportion of synthesized chip area in sequential cells
     - 0.184
   * - Final worst-path cycle share
     - 0.834
   * - CP top delay family
     - AND-OR/OR-AND gates
   * - Required time at the endpoint of the critical path
     - ~7000 ps
   * - Largest net degree at the start of global routing
     - 27
   * - Wirelength per Cell
     - 14.3 um
   * - Number of global-route vias before repair
     - 2849
   * - Warning total across the stage logs
     - 27
## layer usage
metal,vias up,wire (um)
met1,1363,3870
met5,-,0
li1,1578,-
met3,4,160
met4,0,48
met2,33,3930
## cells by family after synthesis
logic type | synth area share
xor+xnor | 0.109
compound gates | 0.200
flops | 0.184
simple gates | 0.134
mux | 0.0512
fa+ha+maj | 0.267
buf+inv | 0.0550
## final cells by class
type	instances	share of cell area
Clock buffer	4	0.0106
Inverter	41	0.0362
Multi-Input combinational cell	339	0.647
Sequential cell	26	0.157
Tap cell	96	0.0282
Timing Repair Buffer	53	0.121
## registers in the layout, summed over array words and instances, names as in the netlist
signal,count
water_reservoir,10
town_pop,8
city_pop,8
## Yosys cell counts (all sizes together), types with 2 or more instances
master,n,area (um2)
o2111ai,2,17.5
maj3,2,21.3
dfstp,13,342
nor3,14,81.3
nand2,22,82.6
a211o,3,27.5
fa,11,220
nand3,6,35.0
xor2,19,166
dfrtp,13,325
o21a,3,22.5
a21oi,36,180
nor2b,6,37.5
o21ai,24,120
or4b,2,20.0
a21o,13,97.6
xnor2,25,226
mux2,12,135
mux2i,5,50.1
inv,41,154
o21bai,10,75.1
ha,58,726
o211ai,2,15.0
nand4,2,12.5
a211oi,5,37.5
clkbuf,8,33.8
or3,4,25.0
nor2,30,115
and2,2,12.5
nor4,4,25.0
## cell usage in the layout, fill, tap and decap left out, drive strengths merged, types with 10 or more instances in the layout
master         instances
a21o                  13
xor2                  19
nor2                  30
clkdlybuf4s50         47
mux2                  12
inv                   41
o21ai                 24
dfstp                 13
o21bai                10
nor3                  14
ha                    58
nand2                 22
dfrtp                 13
a21oi                 36
fa                    11
xnor2                 25
## through the flow
step | worst slack, ps | hold slack (ps) | cells | cell area (um2)
floorplan | 1560 | 458 | 415 | 3620
global route | 585 | 560 | 559 | 4250
global placement | 1260 | 508 | 555 | 4210
CTS | 1150 | 531 | 559 | 4250
detailed placement | 1170 | 515 | 555 | 4210
finish | 1150 | 526 | 559 | 4250
## worst register-to-register path: stages (launching register included)
cell	delay, ps
sky130_fd_sc_hd__dfrtp_1	450
sky130_fd_sc_hd__ha_1	230
sky130_fd_sc_hd__fa_1	450
sky130_fd_sc_hd__a211o_2	340
sky130_fd_sc_hd__a211oi_1	340
sky130_fd_sc_hd__o211ai_1	420
sky130_fd_sc_hd__xnor2_1	260
sky130_fd_sc_hd__ha_1	360
sky130_fd_sc_hd__a21oi_1	220
sky130_fd_sc_hd__o21bai_1	90
sky130_fd_sc_hd__a21oi_1	260
sky130_fd_sc_hd__xnor2_1	150
sky130_fd_sc_hd__xnor2_1	180
sky130_fd_sc_hd__ha_1	170
sky130_fd_sc_hd__o21bai_1	150
sky130_fd_sc_hd__ha_1	330
sky130_fd_sc_hd__or3_1	310
sky130_fd_sc_hd__o21ai_0	110
sky130_fd_sc_hd__a21oi_1	60
sky130_fd_sc_hd__a21oi_1	200
sky130_fd_sc_hd__xor2_1	200
sky130_fd_sc_hd__o32ai_1	100
sky130_fd_sc_hd__mux2_2	270
## how the worst max path moves through the flow
stage | to | startpoint | slack, ps
6_report | water_reservoir[9]$_DFFE_PP0P_ | town_pop[0]$_DFFE_PP0P_ | 1150
5_1_grt | water_reservoir[9]$_DFFE_PP0P_ | city_pop[0]$_DFFE_PP0P_ | 580
4_1_cts | water_reservoir[9]$_DFFE_PP0P_ | town_pop[0]$_DFFE_PP0P_ | 1150
